==> flow/design.v <==
module pwm_rgb #(
    parameter CLK_FRE = 50
    ) (
    input                clk,rst_n,
    output reg [9:0]     pwm_duty
);
reg [17:0] pwm_clk_cnt = 0;
always@(posedge clk) pwm_clk_cnt <=  (pwm_clk_cnt == CLK_FRE * 10_000 - 1)? 'D0 : pwm_clk_cnt + 1;
logic clk_100hz;
assign clk_100hz = (pwm_clk_cnt == 0);
logic [2:0] state = 0;
always@(posedge clk_100hz)
    if(!rst_n)begin
        state = 0;
        pwm_duty <= 0;
    end
    else
        case(state)
            3'd0:begin
                if(pwm_duty <= 99)
                    pwm_duty <= pwm_duty + 1;
                else
                    state <= 3'd1;
            end
            3'd1:begin
                if(pwm_duty >= 1)
                    pwm_duty <= pwm_duty - 1;
                else
                    state <= 3'd0;
            end 
        endcase
endmodule
==> flow/run.sh <==
#!/bin/bash
# OpenROAD 26Q1-2900-gdf79404cd8, Yosys 0.63+post, stock flow scripts
make -C /OpenROAD-flow-scripts/flow DESIGN_CONFIG=/design/flow/config.mk WORK_HOME=/design/flow/orfs finish
==> flow/config.mk <==
export PLATFORM = sky130hd
export DESIGN_NAME = pwm_rgb
export DESIGN_NICKNAME = pwm_rgb
export VERILOG_FILES = /design/flow/design.v
export SDC_FILE = /design/flow/constraint.sdc
export NUM_CORES = 4
export LEC_CHECK = 1
export CORE_UTILIZATION = 30
==> flow/constraint.sdc <==
current_design pwm_rgb

set clk_period 3.2
set clk_io_pct 0.2

create_clock -name clk0 -period $clk_period [get_ports {clk}]

set non_clock_inputs [all_inputs -no_clocks]
set_input_delay [expr $clk_period * $clk_io_pct] -clock clk0 $non_clock_inputs
set_output_delay [expr $clk_period * $clk_io_pct] -clock clk0 [all_outputs]
==> impl_metrics.yaml <==
# flow metrics
logic_synthesis:
  ys_types: 41
  enable_flop_cells: 0
  async_flop_share: 0
  yosysTopAreaCellShare: 0.389
  synth_area_per_cell_sq_um: 9.26
  dominantRegCellSynth: "dfxtp_1"
  syn-cell-area_sq_um: 1490
  synth.yosys.warnings: 1
  yosys_cells: 161
  ys_ff: 29
  netlist_top_cells_count: "dfxtp_1, nand3_1, xnor2_1"
  yosysChipArea_sq_um: 1490
  syn_inst: 161
  yosysMostFrequentCell: "dfxtp_1"
  synth_top_cell_by_area: "dfxtp_1"
  top_cells_by_area: "dfxtp_1, xnor2_1, nand3_1"
  ys_seq_share: 0.389
global_route:
  grt_pass1_vias: 1028
  grt_pass1_wl_microns: 4560
  overflow: 0
  grtUsageTotal: 0.107
  antenna_found_initial: 0
  grt_max_degree: 18
outcome:
  status: "complete, no violations"
timing:
  fmax_mhz: 623
  finalHoldViolCount: 0
  worst_pin_slew_ns: 0.705
  slew-limit-headroom: 0.523
  drv_slew: 0
  rsz0062_at_grt: "false"
  finalSetupViolCount: 0
  fin_tns_setup_ns: 0
  untimed_endpoints: 21
  unclocked_regs: 11
  post-route-min-period_ns: 1.61
  fin_crit_sh: 0.502
  fin_skew_ns: 0.00206
setup_path:
  required_ns: 3.34
  critPathArrivalTime_ns: 1.75
  r2r_slack_ns: 1.59
  r2r_start: "pwm_clk_cnt[7]"
  cp_max_fo: 6
  endpoint_kind: "register"
  r2r_end: "pwm_clk_cnt[15]"
  path_class: "reg -> reg"
  reg2reg_depth: 4
  cp-start-kind: "register"
hold_path:
  hp-class: "reg -> reg"
  min_to: "pwm_clk_cnt[0]"
  min_from: "pwm_clk_cnt[0]"
  min_path_cells: 1
power_and_ir_drop:
  power_frac_comb: 0.016
  finalPower_w: 0.000412
  p_seq_frac: 0.544
  peakVddDrop_v: 0.000224
  internal_power_w: 0.000336
  clkPwrFrac: 0.440
  power_density_nw_per_um2: 242
  p_sw_w: 0.0000757
  swShare: 0.184
  leakagePower_nw: 0.585
clock_tree:
  clock_latency_ns: 0.25
  cts_buffer_depth: 2
  cts_buffers: 3
  cts_root_buf: "clkbuf_8"
  cts_hold_buf: 0
  clk_pin_slew_ns: 0.07
  h-tree-depth: 1
  post-cts-setup-buffers: 0
  cts_resized: 0
  cts_tree: "built"
floorplanning:
  fp_util: 0.314
  die_h_microns: 72.5
  die_x_microns: 72.5
  core_area_sq_um: 4750
  io_pins: 12
  row_count: 25
  die-area_sq_um: 5260
run:
  maxCapViolations: 0
  warnings: 28
detailed_routing:
  finalWirelength_microns: 2620
  ant_nets: 0
  num_antenna_cells: 0
  drc_errors: 0
  viasPerCell: 4.85
  post_drt_wl_per_cell_microns: 11.1
  drtPass1Iterations: 4
  vias: 1144
  drt_iter0_drc: 27
placement:
  finalWeightedCongestion: 0.759
  place_area_sq_um: 1650
  dp_hpwl_microns: 1890
  numPortBuffers: 11
layout:
  fillers: 497
  area_growth_pct: 14.3
  drive_gt1_frac: 0.0533
  design_area_sq_um: 1700
  ff_latch_area_sq_um: 581
  comb_area_sq_um: 852
[critical path, stage by stage (launching register included)]
cell,delay (ns)
dfxtp_1,0.43
nand4_1,0.18
nor4_1,0.57
nand3_1,0.17
xnor2_1,0.15
[final cells by class]
type | instances | share of cell area
Timing Repair Buffer | 12 | 0.0690
Clock buffer | 4 | 0.0323
Sequential cell | 29 | 0.341
Multi-Input combinational cell | 120 | 0.500
Tap cell | 67 | 0.0492
Inverter | 4 | 0.00881
[layout by cell type (no fill, tap or decap), types with 5 or more instances in the layout]
| cell type | synthesis | routed |
|---|---|---|
| dfxtp_1 | 29 | 29 |
| nand3_1 | 13 | 13 |
| xnor2_1 | 12 | 12 |
| clkdlybuf4s50_1 | 0 | 11 |
| nor2_1 | 9 | 9 |
| nand2_1 | 9 | 9 |
| nand4_1 | 6 | 6 |
| mux2i_1 | 5 | 5 |
| and3_1 | 5 | 5 |
| ha_1 | 5 | 5 |
[routing by layer]
metal,routed length (microns),GRT usage
met1,1430,0.161
met2,1150,0.180
met3,31,0.00845
met4,0,0.00654
met5,0,0
[metrics by stage]
stage / hold WS (ns) / cells / utilization / setup slack (ns)
2_1_floorplan: 0.402 / 161 / - / 1.80
5_1_grt: 0.467 / 236 / 0.358 / 1.49
3_5_place_dp: 0.424 / 232 / 0.347 / 1.65
6_report: 0.440 / 236 / 0.358 / 1.59
3_3_place_gp: 0.422 / 232 / 0.347 / 1.68
4_1_cts: 0.440 / 236 / 0.358 / 1.61
[state kept, by name (all words and copies together), names as in the netlist]
| name | count |
|---|---|
| state | 1 |
| pwm_duty | 10 |
| pwm_clk_cnt | 18 |
[worst max path at each step]
stage,from,to,slack (ns),cells after the start
after CTS,pwm_clk_cnt[7],pwm_clk_cnt[17],1.61,4
after global routing,pwm_clk_cnt[7],pwm_clk_cnt[15],1.49,4
final,pwm_clk_cnt[7],pwm_clk_cnt[15],1.59,4
[cells by family (layout without fill, tap and decap cells)]
logic type,count (synthesis),in the layout,share of synthesized area
simple gates,73,73,0.291
flops,29,29,0.389
mux,5,5,0.0336
xor+xnor,16,16,0.0940
fa+ha+maj,5,5,0.0419
compound gates,21,21,0.111
buf+inv,12,20,0.0394
[power by group through the flow]
stage	clock network, W	logic, W	registers [W]
5_1_grt	0.000199	0.00000750	0.000224
4_1_cts	0.000186	0.00000672	0.000224
6_report	0.000181	0.00000659	0.000224
