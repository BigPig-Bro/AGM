$ cat flow/design.v
module uart_rx#(
	parameter CLK_FRE 	= 50,
	parameter UART_RATE = 115200
	) (
	input 				clk,     
	output 	 			recv_en,	
	output reg 	[ 7:0] 	recv_data = 0,	
	input 				rx_pin 
);
parameter  RATE_CNT = (CLK_FRE * 1000_000 / UART_RATE) - 1;
reg [10:0] clk_cnt;
enum {WAIT,START,RECV,STOP}STATE_RX;
reg [1:0] state;
assign recv_en = clk_cnt == RATE_CNT * 3 / 2;
reg [ 7:0] recv_data_r;
reg [ 2:0] recv_cnt;
always@(posedge clk)
	case(state)
		WAIT:
			if(!rx_pin)begin 
				recv_cnt <= 'd0;
				state <= START;
			end
		START:begin 
			if(clk_cnt == RATE_CNT / 2)begin 
				clk_cnt <= 0;
				state <= RECV;
			end
			else
				clk_cnt <= clk_cnt + 1;
		end
		RECV:begin 
			if(clk_cnt == RATE_CNT)begin 
				clk_cnt <= 0;
				recv_data_r[recv_cnt] <= rx_pin;
				recv_cnt <= recv_cnt + 1;
				state <= (recv_cnt == 7 )?STOP : RECV ;
			end
			else
				clk_cnt <= clk_cnt + 1;
		end
		STOP:begin 
			recv_data <= recv_data_r;
			if(clk_cnt == RATE_CNT * 3 / 2)begin 
				clk_cnt <= 0;
				state <= WAIT;
			end
			else 
				clk_cnt <= clk_cnt + 1;
		end
	endcase
endmodule
module uart_top (
	input 		clk,     
	input 		uart_rx,
	output		uart_tx
);
parameter CLK_FRE 		= 50;
parameter UART_RATE 	= 115200;
enum {SEND,WAIT}STATE_LOOP;
reg [1:0] state;
reg  [31:0] wait_cnt;
reg  [ 7:0] send_cnt;
reg  [ 7:0] send_data;
reg  	    send_en;
wire [ 7:0] recv_data;
wire 		recv_en;
parameter 	ENG_NUM  = 9; 
parameter 	CHE_NUM  = 2; 
parameter 	DATA_NUM = CHE_NUM * 3 + ENG_NUM;  
wire [ DATA_NUM * 8 - 1:0] char_data = {"你好  World","\r\n"};
always@(posedge clk)
	case(state)
		SEND:begin  
			if(send_cnt == DATA_NUM + 1)begin 
				send_en 	<= 'b0;
				send_cnt 	<=  0;
				state 		<= WAIT;
			end
			else if(!send_busy)begin
				send_en 	<= 'b1;
				send_data 	<= char_data[ (DATA_NUM - 1 - send_cnt) * 8 +: 8];
				send_cnt 	<= send_cnt + 1;
			end
		end
		WAIT: 
			if(wait_cnt == CLK_FRE * 1000_000)begin 
				wait_cnt <= 0;
				state <= SEND;
			end
			else begin
				send_en <= recv_en;
				send_data <= recv_data;
				wait_cnt <= wait_cnt + 1;
			end
	endcase
uart_tx #(
	.CLK_FRE 	(CLK_FRE 	),
	.UART_RATE 	(UART_RATE 	)
	)uart_tx_m0(
	.clk 		(clk 		),
	.send_en 	(send_en 	),
	.send_busy 	(send_busy 	),
	.send_data 	(send_data 	),
	.tx_pin 	(uart_tx 	)
	);
uart_rx #(
	.CLK_FRE 	(CLK_FRE 	),
	.UART_RATE 	(UART_RATE 	)
	)uart_rx_m0(
	.clk 		(clk 		),
	.recv_en 	(recv_en 	),
	.recv_data 	(recv_data 	),
	.rx_pin 	(uart_rx 	)
	);
endmodule
module uart_tx#(
	parameter CLK_FRE 	= 50,
	parameter UART_RATE = 115200
	) (
	input 				clk,     
	input 				send_en ,	
	output 	 			send_busy ,	
	input 		[ 7:0] 	send_data ,	
	output reg 			tx_pin = 1
);
parameter  RATE_CNT = (CLK_FRE * 1000_000 / UART_RATE) - 1;
reg [10:0] clk_cnt;
enum {WAIT,START,SEND,STOP}STATE_TX;
reg [1:0] state;
assign send_busy = state != WAIT;
reg [ 7:0] send_data_r;
reg [ 2:0] send_cnt;
always@(posedge clk)
	case(state)
		WAIT:
			if(send_en)begin 
				send_data_r <= send_data;
				send_cnt <= 'd0;
				state <= START;
			end
		START:begin 
			tx_pin <= 0;
			if(clk_cnt == RATE_CNT)begin 
				clk_cnt <= 0;
				state <= SEND;
			end
			else
				clk_cnt <= clk_cnt + 1;
		end
		SEND:begin 
			tx_pin <= send_data_r[send_cnt];
			if(clk_cnt == RATE_CNT)begin 
				clk_cnt <= 0;
				send_cnt <= send_cnt + 1;
				state <= (send_cnt == 7 )?STOP : SEND ;
			end
			else
				clk_cnt <= clk_cnt + 1;
		end
		STOP:begin 
			tx_pin <= 1;
			if(clk_cnt == RATE_CNT)begin 
				clk_cnt <= 0;
				state <= WAIT;
			end
			else
				clk_cnt <= clk_cnt + 1;
		end
	endcase
endmodule
$ cat flow/run.sh
#!/bin/bash
# OpenROAD 26Q1-2900-gdf79404cd8, Yosys 0.63+post, stock flow scripts
make -C /OpenROAD-flow-scripts/flow DESIGN_CONFIG=/design/flow/config.mk WORK_HOME=/design/flow/orfs finish
$ cat flow/config.mk
export PLATFORM = sky130hd
export DESIGN_NAME = uart_top
export DESIGN_NICKNAME = uart_top
export VERILOG_FILES = /design/flow/design.v
export SDC_FILE = /design/flow/constraint.sdc
export NUM_CORES = 4
export LEC_CHECK = 1
export CORE_UTILIZATION = 40
$ cat flow/constraint.sdc
current_design uart_top

set clk_period 5.0
set clk_io_pct 0.2

create_clock -name clk0 -period $clk_period [get_ports {clk}]

set non_clock_inputs [all_inputs -no_clocks]
set_input_delay [expr $clk_period * $clk_io_pct] -clock clk0 $non_clock_inputs
set_output_delay [expr $clk_period * $clk_io_pct] -clock clk0 [all_outputs]
==> metrics.yaml <==
critical_path:
  crit_path_end_kind: "register"
  cp-start-kind: "register"
  required_ns: 5.12
  r2r-end: "send_data[5]"
  reg2reg_depth: 8
  r2r_start: "wait_cnt[0]"
  cp_max_fo: 16
  arrival_ns: 2.88
  crit_type: "register to register"
  rrSetupSlack_ns: 2.24
final_timing:
  fin_crit_sh: 0.552
  hold_viol: 0
  worst_pin_slew_ns: 0.896
  fmax_ghz: 0.362
  fin_crit_ns: 2.76
  slew_headroom: 0.397
  maxSlewViolCount: 0
  fin_setup_tns_ns: 0
  setup_viol: 0
  rsz0062_at_grt: "no"
  fin_skew_ns: 0.00807
global_routing:
  grt_pass1_wl_um: 16100
  antenna_found_initial: 0
  grt_max_degree: 47
  grt_pass1_vias: 3467
  grt.overflow.total: 0
  grt.total_usage: 0.143
routing:
  ant_nets: 0
  drt_pass1_iterations: 4
  wl_met3_um: 351
  wl_met1_um: 4700
  wl_um: 9140
  wl_met2_um: 4010
  avgRoutedWirePerCell_um: 13.1
  drt-initial-drc-count: 220
  remaining_drc_errors: 0
  antenna_cells: 0
  vias: 3561
  vias_per_cell: 5.12
  highest_layer: "met4"
synth:
  synthCells: 508
  synth_area_per_cell_sq_um: 11.3
  yosys_area_sq_um: 5740
  netlist.area_leader.share: 0.544
  flop_cell: "edfxtp_1"
  async_reset_ff_frac: 0
  synth.largest_area_cell: "edfxtp_1"
  synth_area_sq_um: 5740
  ys_ff: 110
  edf_count: 104
  synth_cell_types: 51
  yosys-top-cells-area: "edfxtp_1 54%, xnor2_1 4.9%, ha_1 4.6%"
  yosys_warnings: 4
  yosys_cells: 508
  synth_seq_share: 0.565
placed_design:
  port-buffer-count: 2
  gp_congestion: 0.835
  dp_hpwl_um: 6330
  dpl_cell_area_sq_um: 5960
die:
  chipArea_sq_um: 14800
  die_h_um: 122
  core_area_sq_um: 13900
  rows: 43
  io_pins: 3
  initial_core_util: 0.412
  die_width_um: 122
layout:
  design_area_sq_um: 6260
  drive_above_1_share: 0.0640
  fillers: 1244
  area_growth_pct: 9.18
clock_tree:
  post_cts_buffers: 0
  worstSkewPairLatency_ns: 0.35
  cts_tree: "done"
  cts_resized: 0
  cts_root_buffer: "clkbuf_16"
  clkSinkCount: 110
  numCtsBuffers: 9
  cts_hold_buf: 0
  clockBufferDepth: 2
  clk_pin_slew_ns: 0.08
  cts_htree_levels: 3
power_and_ir_drop:
  vdd_drop_max_uv: 213
  power.total_uw: 1710
  total_leakage_power_uw: 0.00234
  powerDensity_nw_per_um2: 273
min_path:
  whs_endpoint: "uart_tx_m0.send_data_r[7]"
  hp-start: "send_data[7]"
  min_path_cells: 0
  hold_path.class: "register to register"
status:
  status: "finished clean"
flow_run:
  drv_cap: 0
  warnings: 37
[cell families (layout without fill, tap and decap cells)]
kind of cell	Yosys count	in the layout	share of synthesized area
simple gates	217	217	0.197
compound gates	55	55	0.0578
xor+xnor	58	58	0.0885
mux	8	8	0.0194
buf+inv	39	47	0.0266
fa+ha+maj	21	21	0.0458
flops	110	110	0.565
[final cells by class]
class                      instances  area, sq um  share of cell area
clock buffer                       9          225              0.0359
clock inverter                     7         83.8              0.0134
inverter                          25         93.8              0.0150
multi-input combinational        359         2340               0.374
sequential                       110         3240               0.518
tap                              180          225              0.0359
timing repair buffer               6         50.0             0.00799
[registers in the layout, summed over array words and instances, names as in the netlist]
register	flops
uart_rx_m0.recv_data_r	8
uart_rx_m0.clk_cnt	11
uart_tx_m0.send_cnt	3
send_cnt	8
wait_cnt	32
uart_rx_m0.state	4
uart_rx_m0.recv_cnt	3
uart_tx_m0.tx_pin	1
uart_tx_m0.state	2
uart_tx_m0.send_data_r	8
send_en	1
send_data	8
uart_tx_m0.clk_cnt	11
state	2
uart_rx_m0.recv_data	8
[layout by cell type (no fill, tap or decap), types with 3 or more instances in the layout]
| cell | instances |
|---|---|
| nor2_1 | 59 |
| nor4b_1 | 4 |
| and2_1 | 6 |
| dfxtp_1 | 5 |
| inv_8 | 3 |
| nand2_1 | 44 |
| mux2_2 | 5 |
| ha_1 | 21 |
| inv_1 | 25 |
| and3_1 | 4 |
| xor2_1 | 26 |
| nand3b_1 | 4 |
| o21a_1 | 4 |
| nand4_1 | 16 |
| nand3_1 | 28 |
| or3_1 | 3 |
| and4_1 | 6 |
| nor2b_1 | 6 |
| nand2b_1 | 3 |
| a21oi_1 | 15 |
| xnor2_1 | 32 |
| edfxtp_1 | 104 |
| o31ai_1 | 3 |
| nor4_1 | 6 |
| clkbuf_16 | 9 |
| nor3_1 | 12 |
| buf_4 | 4 |
| or4b_1 | 3 |
| o21ai_0 | 19 |
[worst max path at each step]
| stage | startpoint | cells past startpoint | end | slack, ns |
|---|---|---|---|---|
| CTS | wait_cnt[0] | 8 | send_data[6] | 2.25 |
| global route | send_cnt[0] | 7 | send_data[5] | 2.04 |
| finish | wait_cnt[0] | 8 | send_data[5] | 2.24 |
[power by group]
part | leakage [uW] | internal [uW] | switching, uW
clock network | 0.000152 | 361 | 359
logic | 0.00105 | 1.06 | 1.26
registers | 0.00114 | 991 | 0.378
[synth_stat cells, drive strengths merged (2+ instances only)]
cell type,count
a211oi,2
a21o,2
a21oi,15
a22o,2
a31oi,2
and2,6
and3,4
and3b,2
and4,6
and4b,2
buf,3
clkbuf,11
dfxtp,6
edfxtp,104
ha,21
inv,25
mux2,5
mux4,2
nand2,44
nand2b,3
nand3,28
nand3b,4
nand4,16
nor2,60
nor2b,6
nor3,13
nor4,6
nor4b,4
o21a,4
o21ai,19
o31ai,3
or3,4
or3b,2
or4b,3
xnor2,32
xor2,26
[critical path, cell delays in order, from the launching register on]
cell and delay (ns):
edfxtp_1 0.44, inv_1 0.10, ha_1 0.13, or4b_1 0.43, or3_4 0.41, nor3_4 0.50
a21oi_1 0.18, a21boi_0 0.16, buf_4 0.17
[through the flow]
step           utilization  instances  setup WS (ns)  hold WS, ns
3_3_place_gp         0.427        680           2.28        0.410
6_report             0.450        696           2.24        0.427
2_1_floorplan            -        508           2.34        0.400
3_5_place_dp         0.427        680           2.24        0.408
5_1_grt              0.450        696           2.04        0.431
4_1_cts              0.450        696           2.25        0.427
[layer usage]
| layer | GRT usage | vias to the layer above |
|---|---|---|
| met5 | 0 | - |
| met4 | 0.0170 | 0 |
| met3 | 0.0429 | 4 |
| met2 | 0.203 | 62 |
| met1 | 0.236 | 1650 |
| li1 | - | 1845 |
No activity file was given, so power comes from the tool's default toggle rates.
